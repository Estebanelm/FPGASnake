--- config.mk ---
export PLATFORM = sky130hd
export DESIGN_NAME = frequency_divider
export DESIGN_NICKNAME = frequency_divider
export VERILOG_FILES = /design/flow/design.v
export SDC_FILE = /design/flow/constraint.sdc
export NUM_CORES = 4
export LEC_CHECK = 1
export CORE_UTILIZATION = 30
--- constraint.sdc ---
current_design frequency_divider

set clk_period 6.0
set clk_io_pct 0.2

create_clock -name clk0 -period $clk_period [get_ports {CLK}]

set non_clock_inputs [all_inputs -no_clocks]
set_input_delay [expr $clk_period * $clk_io_pct] -clock clk0 $non_clock_inputs
set_output_delay [expr $clk_period * $clk_io_pct] -clock clk0 [all_outputs]
--- design.v ---
`timescale 1ns / 1ps
module frequency_divider(output CLK_1Hz, output CLK_2Hz, output CLK_1KHz, input CLK);
	reg [26:0] count_1Hz;
	reg [25:0] count_2Hz;
	reg [16:0] count_1KHz;
	initial begin count_1Hz=0; count_2Hz=0; count_1KHz=0; end
	always @ (posedge CLK)
		begin
			count_1Hz = count_1Hz+27'b000000000000000000000000001;
			count_2Hz = count_2Hz+26'b00000000000000000000000001;
			count_1KHz = count_1KHz+17'b00000000000000001;
		end
	assign CLK_1Hz = count_1Hz[26];
	assign CLK_2Hz = count_2Hz[25];
	assign CLK_1KHz = count_1KHz[16];
endmodule
--- run.sh ---
#!/bin/bash
# OpenROAD 26Q1-2900-gdf79404cd8, Yosys 0.63+post, stock flow scripts
make -C /OpenROAD-flow-scripts/flow DESIGN_CONFIG=/design/flow/config.mk WORK_HOME=/design/flow/orfs finish
==> notes.md <==
Status of the implementation.

- Routability-driven placement finished with a final weighted congestion of 0.750.
- According to the floorplan report, the die width is ~96 um.
- Among all stages on the critical path, the largest delay is contributed by sky130_fd_sc_hd__clkdlybuf4s50_1.
- The critical path required time is 4.80 ns, for reference.
- The synthesis-to-layout area growth is 13.7%, for reference.
- The core box area is between 8000 and 9000 um^2, for reference.
- Entering global routing, the biggest net connects 14 pins.
- The vias per cell is between 4 and 5, for reference.
- In the Yosys report the total cell count is 260.
- TritonRoute output was used to compute an average wire per cell of 9.02 um.
- Per the timing report, the achievable frequency comes out to 428 MHz.
- The floorplan die height is 96.1 um, for reference.
- The cell area after synthesis is 2660 um^2, for reference.
- Port buffering added 3 buffers.
- The worst setup path is launched from a flip-flop.
- The library cell used as clock root buffer is sky130_fd_sc_hd__clkbuf_8, for reference.
- For this run, the share of the core covered by cells in the final layout is 36.1%.
- After Yosys synthesis, AND-OR and OR-AND compound gates account for 0% of the synthesized area.
- The maximum buffer depth of the clock tree is 2, for reference.
- The number of buffers and inverters on the critical path is 1, for reference.
- The number of non-filler instances in the completed layout is ~380, for reference.
- The number of hold-slack violations in the final timing report is 0, for reference.
- After Yosys synthesis, XOR and XNOR cells account for 21.1% of the synthesized area.
- The cell count after synthesis came out at 260.
- The cell sequence reported for the critical path is clkdlybuf4s50_1.
- The highest fanout seen on the critical path is 2, for reference.
- The dominant kind of combinational cell is simple AND/OR/NAND/NOR gates, for reference.
- The max-capacitance violation count is 0, for reference.
- The via count of the first global-routing pass was around 1.5k.
- Across all checked pins, the minimum headroom to the slew limit is a little over half.
- The via total after detailed routing is 1,641, for reference.
- The mux share of post-synthesis cell area is 0%, for reference.
- After floorplanning, the core was divided into 33 placement rows.
- The shortest clock period the worst path allows after layout is 2.34 ns, for reference.
- The remaining number of nets flagged by the antenna check after routing is 0, for reference.
- For this run the detailed placement stage logged an HPWL of 2.37 mm.
- Yosys reported a register bit count of approximately 70.
- The number of distinct library cell variants in the gate-level netlist after synthesis is 22, for reference.
- The post-placement cell count is roughly 370, for reference.
- The launch point of the worst reg-to-reg path is count_1Hz[0], for reference.
- In this run the most used layer during global routing was met1.
- For reference, simple AND, OR, NAND and NOR cells occupy 22.8% of the area reported after synthesis.
- The global routing met1 resource utilization is 13.3%, for reference.
- CTS built an H-tree with a depth of 3.
- 4 I/O pins were placed.
- The static leakage power is 1.07 nW, for reference.
- The warning tally printed by Yosys for this design is 1.
- Before antenna repair, the detailed router went through 4 iterations.
- Across the VDD grid, the largest voltage drop is 0.135 mV.
- Per Yosys stat, the portion of area used by sequential elements is between 50% and 60%.
- The launch point of the worst hold path is count_1KHz[0], for reference.
- The total design power is 844 uW, for reference.
- After detailed routing, the number of remaining DRC violations is 0.
- The number of gates resized after cts is 0, for reference.
- STA classifies the critical path endpoint as a primary output.
- Per the final layout report, the fraction of cells sized above drive strength 1 comes to approximately 9%.
- The final layout reports a setup TNS of 0 ns.
- The final antenna diode tally reported by the flow is 0.
- The setup slack of the worst register-to-register path is 4.10 ns, for reference.
- The stat command in Yosys gives a chip area of roughly 2700 um^2.
- The fraction of post-synthesis cell area in the top cell type by area is 52.7%, for reference.
- The category of cells accounting for the largest share of critical-path delay is buffers and inverters, for reference.
- The type of the setup path with the least slack is flip-flop to primary output, for reference.
- The insertion delay of the later-clocked pin in the worst-skew pair is approximately 0.34 ns, for reference.
- The total global routing track utilization is 8.99%, for reference.
- The number of instances on the worst hold path is 1, for reference.
- Setup repair after global routing left no endpoint under its margin.
- The depth of the worst register-to-register path is 5, for reference.
- Summed over all layers, the routed wires come to approximately 3.5 mm.
- For this run, global-route usage on met3 was measured as 3.37%.
- By area the synthesized netlist is led by sky130_fd_sc_hd__dfxtp_1, sky130_fd_sc_hd__xnor2_1, sky130_fd_sc_hd__xor2_1.
- The number of filler cells placed in the layout is 815, for reference.
- The worst hold path terminates at count_1KHz[0].
- At the pin with the least slew margin, the transition time is 0.698 ns.
- The die footprint is 9240 um^2, for reference.
- CTS added clock buffers totalling 9.
- The starting utilization of the core area is 31.7%, for reference.
- On the reported timing paths, the clock transition at the registers reads about 0.07 ns.
- The kind of path behind the tightest hold check is flip-flop to flip-flop, for reference.
- The first-iteration detailed-routing DRC count is 52, for reference.
- The capture point of the worst register-to-register path is recorded as count_1Hz[24].
- The final worst hold slack is slightly above 0.4 ns, for reference.
- From the final report, the count of setup violators was given as 0.
- Per the synthesis report, the adder-cell share of the synthesized area is under 10%.
- The power per unit of standard cell area is around 280 nW/um^2, for reference.
- The fraction of met2 tracks used by global routing is 12.9%, for reference.
- The initial antenna violation count is 0, for reference.
- TritonCTS built the clock tree.
- The critical path data arrival time is 1.14 ns, for reference.
- The run finished with clean final reports.
- Looking at area per cell type in the netlist, the leader is sky130_fd_sc_hd__dfxtp_1.
- The largest stage delay on the critical path is 0.46 ns, for reference.
- The number of warnings reported in the stage logs is 25.
- The mean instance size in the synthesized netlist is 10.2 um^2, for reference.
- On the final layout, the worst clock skew is 0.00786 ns.
- The wire length of the first global-routing pass is 6.40 mm, for reference.
- Counting pins that exceed their max-slew limit in the final report gives 0.
- Of the available clock period, the critical path in the final layout requires 38.9%.
- The post-cts hold buffer count is 0, for reference.
- Post-CTS timing repair inserted 0 buffers for setup.
- Per the GRT congestion report, total overflow comes to 0.
- Counting every sink on the clock net gives 70.
-- through the flow --
stage	setup WS [ns]	area, um^2
final	3.66	3020
after global placement	4.02	2820
after global routing	3.59	3020
after floorplan	4.30	2660
after detailed placement	4.02	2820
after CTS	3.63	3020
-- state kept, by name, summed over array words and instances (netlist names) --
signal      flops
count_1Hz      27
count_1KHz     17
count_2Hz      26
-- logic make-up (layout without fill, tap and decap cells) --
| logic type | count (synthesis) | count (layout) |
|---|---|---|
| xor+xnor | 64 | 64 |
| fa+ha+maj | 3 | 3 |
| buf+inv | 12 | 31 |
| flops | 70 | 70 |
| simple gates | 111 | 111 |
-- layout by cell type (no fill, tap or decap) --
master                            netlist  layout
sky130_fd_sc_hd__or4_1                  1       1
sky130_fd_sc_hd__nor4_4                 1       1
sky130_fd_sc_hd__xnor2_1               43      43
sky130_fd_sc_hd__xor2_1                21      21
sky130_fd_sc_hd__nor2_1                17      17
sky130_fd_sc_hd__clkbuf_8               0      10
sky130_fd_sc_hd__or3b_2                 1       1
sky130_fd_sc_hd__nand3_1               26      26
sky130_fd_sc_hd__inv_6                  0       1
sky130_fd_sc_hd__nor3_1                 7       7
sky130_fd_sc_hd__and3_1                 6       6
sky130_fd_sc_hd__nand4b_1               1       1
sky130_fd_sc_hd__buf_4                  0       1
sky130_fd_sc_hd__bufinv_16              0       1
sky130_fd_sc_hd__or3_1                  1       1
sky130_fd_sc_hd__nor3b_1                1       1
sky130_fd_sc_hd__ha_1                   3       3
sky130_fd_sc_hd__nor4_1                 2       2
sky130_fd_sc_hd__nand2_1               22      22
sky130_fd_sc_hd__or2_2                  3       3
sky130_fd_sc_hd__clkdlybuf4s50_1        0       3
sky130_fd_sc_hd__clkinv_4               0       2
sky130_fd_sc_hd__and4_1                 4       4
sky130_fd_sc_hd__inv_1                 11      11
sky130_fd_sc_hd__nor4_2                 3       3
sky130_fd_sc_hd__dfxtp_1               70      70
sky130_fd_sc_hd__nand4_1               15      15
sky130_fd_sc_hd__clkinvlp_4             0       1
sky130_fd_sc_hd__clkinv_2               0       1
-- Yosys cell counts --
cell type / instances
sky130_fd_sc_hd__nand4b_1: 1
sky130_fd_sc_hd__inv_1: 11
sky130_fd_sc_hd__or3b_2: 1
sky130_fd_sc_hd__or3_1: 1
sky130_fd_sc_hd__nor3_1: 7
sky130_fd_sc_hd__nor3b_1: 1
sky130_fd_sc_hd__nor4_1: 2
sky130_fd_sc_hd__dfxtp_1: 70
sky130_fd_sc_hd__nand2_1: 22
sky130_fd_sc_hd__and3_1: 6
sky130_fd_sc_hd__and4_1: 4
sky130_fd_sc_hd__xor2_1: 21
sky130_fd_sc_hd__xnor2_1: 43
sky130_fd_sc_hd__buf_6: 1
sky130_fd_sc_hd__nand4_1: 15
sky130_fd_sc_hd__nand3_1: 26
sky130_fd_sc_hd__or4_1: 1
sky130_fd_sc_hd__ha_1: 3
sky130_fd_sc_hd__nor4_2: 3
sky130_fd_sc_hd__nor4_4: 1
sky130_fd_sc_hd__nor2_1: 17
sky130_fd_sc_hd__or2_2: 3
-- where the power goes --
part,switching (mW),leakage [nW],internal (mW),total [mW]
clock network,0.174,0.103,0.205,0.380
registers,0,0.563,0.464,0.464
logic,0,0.400,0,0.000000400
-- worst max path at each step --
stage / start / endpoint / slack (ns) / depth (start not counted)
4_1_cts: count_2Hz[25] / CLK_2Hz / 3.63 / 1
5_1_grt: count_2Hz[25] / CLK_2Hz / 3.59 / 1
6_report: count_2Hz[25] / CLK_2Hz / 3.66 / 1
-- per-layer routing --
layer  share of wire [%]  vias up
li1                    -      903
met1                  54      717
met2                  40       13
met3                 4.1        8
met4                 2.0        0
met5                   0        -
-- worst reg2reg max path: cells and delay by family (launching register included) --
family        cells  cell delay, ns
xor+xnor          1            0.17
fa+ha+maj         1            0.24
flops             1            0.37
simple gates      3            1.01
-- area by class of cell --
class | instances | area, um^2 | area share (%)
clock buffer | 10 | 138 | 4.55
clock inverter | 6 | 68.8 | 2.28
inverter | 11 | 41.3 | 1.37
multi-input combinational | 178 | 1200 | 39.9
sequential | 70 | 1400 | 46.4
tap | 105 | 131 | 4.35
timing repair buffer | 4 | 37.5 | 1.24
Power and IR drop assume default switching activity.
