File: flow/run.sh
#!/bin/bash
# OpenROAD 26Q1-2900-gdf79404cd8, Yosys 0.63+post, stock flow scripts
make -C /OpenROAD-flow-scripts/flow DESIGN_CONFIG=/design/flow/config.mk WORK_HOME=/design/flow/orfs finish
File: flow/config.mk
export PLATFORM = sky130hd
export DESIGN_NAME = body_stack
export DESIGN_NICKNAME = body_stack
export VERILOG_FILES = /design/flow/design.v
export SDC_FILE = /design/flow/constraint.sdc
export NUM_CORES = 4
export LEC_CHECK = 1
export CORE_UTILIZATION = 50
export SYNTH_HDL_FRONTEND = slang
File: flow/constraint.sdc
current_design body_stack

set clk_period 25.1
set clk_io_pct 0.2

create_clock -name clk0 -period $clk_period [get_ports {clk}]

set non_clock_inputs [all_inputs -no_clocks]
set_input_delay [expr $clk_period * $clk_io_pct] -clock clk0 $non_clock_inputs
set_output_delay [expr $clk_period * $clk_io_pct] -clock clk0 [all_outputs]
File: flow/design.v
`timescale 1ns / 1ps
module body_stack (
							input clk,
							input reset,
							input[10:0] posEntX,
							input[10:0] posEntY,
							output reg [10:0] posColaX,
							output reg [10:0] posColaY,
							input push,
							input pop,
							input obtener
							);
	reg [5:0] ptr; 
   reg [10:0] stackX [0:25];
	reg [10:0] stackY [0:25];
	integer i = 0;
	integer j = 0;
	initial begin 
		ptr = 0;
		for ( i = 0; i<=25; i = i + 1)
			begin
				stackX[i] = 0;
				stackY[i] = 0;
			end
	end
	always @ (posedge clk) 
		begin
			if (reset) 
				begin
					ptr = 0;
					for ( i = 0; i<=25; i = i + 1)
						begin
							stackX[i] = 0;
							stackY[i] = 0;
						end
				end 
			else if (push) begin
				stackX[ptr] = posEntX;
				stackY[ptr] = posEntY;
				ptr = ptr + 1;
			end
			else if (pop) begin
				for (i = 0; i <= 25; i = i+1)
					begin
						if (i==25)	begin
							stackX[i]=0;
							stackY[i]=0;
						end else
							begin
								stackX[i]=stackX[i+1];
								stackY[i]=stackY[i+1];
							end 
					end
				stackX[ptr] = posEntX;
				stackY[ptr] = posEntY;
			end 
		end
	always @(posedge clk)
		if (obtener)
			begin
				posColaX = stackX[j];
				posColaY = stackY[j];
				if (j == 25)
					j=0;
				else
					j=j+1;
			end
endmodule
==> summary.rpt <==
IMPLEMENTATION SUMMARY REPORT
----------------------------------------------------
[Status]
  Result of the run ........................ finished clean

[STA]
  Least setup slack across all paths after layout ........................ 17,110 ps
  Slew @ Worst Pin ........................ 943 ps
  Maximum operating frequency ........................ 0.125 GHz
  Post-layout minimum cycle time ........................ 7990 ps
  Worst Hold Margin ........................ 473 ps
  Total negative slack for setup checks ........................ 0 ps
  Finish-stage setup viols ........................ 0
  Ratio of final minimum period to clock period ........................ 31.8%
  Tightest slew margin relative to the limit ........................ 37.1%
  Max-slew violation total from the final report ........................ 0
  Max Clock Skew ........................ 26.8 ps
  Count of final hold-check violations ........................ 0
  Setup repair after global routing missed its margin ........................ false

[Clocking]
  Hold bufs inserted after CTS ........................ 0
  TritonCTS Sinks ........................ 632
  Clock-pin slew on the worst setup and hold paths ........................ 60 ps
  CTS tree ........................ done
  Number of gates resized after CTS ........................ 0
  CTS root buf ........................ sky130_fd_sc_hd__clkbuf_16
  Number of CTS-inserted buffers ........................ 78
  Setup Fix Bufs, Post-CTS ........................ 0
  Buffer levels on the longest clock path ........................ 3
  Depth of the CTS H-tree ........................ 3
  Insertion delay to the later sink of the worst-skew pair ........................ 660 ps

[Detailed routing]
  Detailed-route via count ........................ 47,700
  Number of nets with antenna violations after detailed routing ........................ 0
  Total wire length ........................ 169,000 um
  Drt drc ........................ 0
  Routed len/inst ........................ 24.4 um
  Number of iterations in the first detailed-routing pass ........................ 6
  Average vias per placed instance ........................ 6.87
  Iteration-0 DRC count of the detailed router ........................ 4,802
  Number of inserted diodes ........................ 0

[Global routing]
  Total routing resource utilization after global routing ........................ 38.0%
  GRT Residual Overflow ........................ 0
  Global-route wire length before repair ........................ 264,000 um
  Initial antenna violation count ........................ 2
  Vias in the first global route ........................ 43,800
  Largest net degree at the start of global routing ........................ 179

[Floorplanning]
  Core area ........................ 87,200 sq um
  Total die size ........................ 89,600 sq um
  I/O pins ........................ 49
  Starting density of the core ........................ 50.7%
  Placement row count ........................ 108
  Die X ........................ 299 um
  DIE HEIGHT ........................ 299 um

[Yosys]
  Leading area contributor after synthesis ........................ sky130_fd_sc_hd__dfxtp_1
  Top cell type's share of synthesized area ........................ 26.2%
  Prevailing post-synth register cell ........................ sky130_fd_sc_hd__dfxtp_1
  Post-synth tally of flip-flops with integrated enable ........................ 54
  Number of warning messages in the yosys log ........................ 0
  Yosys chip area ........................ 44,200 sq um
  Average cell area after synthesis ........................ 7.08 sq um
  Share of flip-flops with an asynchronous set or reset ........................ 0%
  Gate Count Post-Synth ........................ 6,248
  Netlist area before placement ........................ 44,200 sq um
  Top post-synthesis cells by area ........................ sky130_fd_sc_hd__dfxtp_1 26%, sky130_fd_sc_hd__o21ai_0 11%, sky130_fd_sc_hd__a211oi_1 8.6%
  Yosys cell count ........................ 6,248
  Library cells used by synthesis ........................ 56
  Fraction of the yosys area taken by sequential cells ........................ 29.8%
  Synthesis-stage register bit count ........................ 632

[Setup path]
  Critical Path AT ........................ 8530 ps
  CP Launch Type ........................ input pin
  CP required ........................ 25,640 ps
  Maximum fanout encountered on the critical timing path ........................ 99
  Critical path start-end classification ........................ input pin to flop
  Worst Setup End Kind ........................ flop

[Run]
  Number of warnings in the stage logs ........................ 48
  Max-Cap Viols ........................ 0

[Power and ir drop]
  Lkg Pwr ........................ 16.9 nW
  Total power density per cell area ........................ 62.6 nW/um^2
  Max VDD drop ........................ 0.0507 mV

[Placed design]
  Hpwl dp ........................ 86,500 um
  Place WS ........................ 16,500 ps
  Port Buf Inserts ........................ 48
  Final weighted congestion of routability-driven global placement ........................ 0.885

[Final layout]
  Number of inserted filler cells in the final layout ........................ 8,111
  Share of cells above drive strength 1 ........................ 6.75%
  Layout overhead on the synthesized area ........................ 5.84%

[Min path]
  Worst min-delay path category ........................ flop to flop

----------------------------------------------------
-- state kept, by name, indices dropped and copies added, names as in the netlist --
signal and count:
posColaX 11, stackX 286, ptr 6, j 32
posColaY 11, stackY 286
-- worst max-delay path, stage by stage --
cell and delay (ps):
sky130_fd_sc_hd__buf_8 470, sky130_fd_sc_hd__buf_4 760, sky130_fd_sc_hd__buf_4 650, sky130_fd_sc_hd__buf_4 540, sky130_fd_sc_hd__buf_4 630, sky130_fd_sc_hd__nor2_1 110, sky130_fd_sc_hd__and3_1 200
-- kinds of logic after synthesis --
kind of cell	synth area share, %
AND/OR/NAND/NOR	22.6
flip-flops	29.8
multiplexers	6.75
adder cells (fa/ha/maj)	0.170
buffers and inverters	7.36
AND-OR/OR-AND	32.6
XOR/XNOR	0.674
-- layout make-up --
type                            count  area (sq um)  area share [%]
Inverter                           13          68.8           0.147
Multi-Input combinational cell   4806         28000            59.7
Clock inverter                     24           175           0.374
Sequential cell                   632         13200            28.2
Clock buffer                      115          2240            4.80
Timing Repair Buffer              192          1710            3.65
Tap cell                         1155          1450            3.09
-- worst paths after layout --
check,startpoint,to,slack (ps),cells after the start
hold reg to reg,stackX[5],stackX[5],470,2
hold / removal,stackX[5],stackX[5],470,2
setup reg to reg,j[0],posColaX[4],20810,7
setup / recovery,reset,stackY[112],17110,7
-- routing by layer --
metal / wire (um) / GRT usage [%] / vias up / part of all wire, %
li1: - / - / 22100 / -
met1: 73300 / 57.2 / 22700 / 43
met2: 72400 / 55.2 / 2518 / 43
met3: 17700 / 9.45 / 372 / 10
met4: 5860 / 11.5 / 2 / 3.5
met5: 13 / 0 / - / 0.0077
-- power breakdown --
part	total [mW]	internal [mW]	switching, mW
clock	1.12	0.638	0.484
combinational	0.630	0.217	0.413
sequential	1.18	1.10	0.0795
total	2.93	1.95	0.976
-- layout by cell type, fill, tap and decap left out, types with 56 or more instances in the layout --
cell type,Yosys,final
sky130_fd_sc_hd__o21ai_0,999,999
sky130_fd_sc_hd__nor2_1,1000,998
sky130_fd_sc_hd__a21oi_1,579,579
sky130_fd_sc_hd__dfxtp_1,578,578
sky130_fd_sc_hd__a211oi_1,505,505
sky130_fd_sc_hd__nor3_1,470,470
sky130_fd_sc_hd__and3_1,467,467
sky130_fd_sc_hd__mux2i_1,199,199
sky130_fd_sc_hd__buf_4,7,133
sky130_fd_sc_hd__nand2_1,83,83
sky130_fd_sc_hd__clkbuf_16,0,81
sky130_fd_sc_hd__a31oi_1,57,56
-- through the flow --
step | area [sq um] | utilization (%) | instances | power, mW
after floorplan | 44200 | - | 6248 | 1.60
after global placement | 44400 | 50.9 | 6798 | 1.81
after detailed placement | 44400 | 50.9 | 6798 | 1.81
after CTS | 46800 | 53.7 | 6937 | 2.92
after global routing | 46800 | 53.7 | 6937 | 3.04
final | 46800 | 53.7 | 6937 | 2.93
-- synth_stat cells (15+ instances only) --
cell type and n:
sky130_fd_sc_hd__a21oi_1 579, sky130_fd_sc_hd__a22oi_1 22, sky130_fd_sc_hd__clkbuf_1 590, sky130_fd_sc_hd__o2111ai_1 22, sky130_fd_sc_hd__edfxtp_1 54, sky130_fd_sc_hd__o221a_2 34, sky130_fd_sc_hd__xor2_1 21, sky130_fd_sc_hd__a211oi_1 505
sky130_fd_sc_hd__mux2i_1 199, sky130_fd_sc_hd__o22ai_1 54, sky130_fd_sc_hd__nand2_1 83, sky130_fd_sc_hd__a221oi_1 22, sky130_fd_sc_hd__buf_2 144, sky130_fd_sc_hd__nor2_1 1000, sky130_fd_sc_hd__o22a_1 32, sky130_fd_sc_hd__o221ai_1 20
sky130_fd_sc_hd__nor3_1 470, sky130_fd_sc_hd__o211ai_1 20, sky130_fd_sc_hd__nand3_1 15, sky130_fd_sc_hd__dfxtp_1 578, sky130_fd_sc_hd__o21ai_0 999, sky130_fd_sc_hd__a2111oi_2 23, sky130_fd_sc_hd__buf_1 55, sky130_fd_sc_hd__or3_1 20
sky130_fd_sc_hd__a31oi_1 57, sky130_fd_sc_hd__and3_1 467, sky130_fd_sc_hd__mux4_2 44
Power figures rest on the tool's default switching activity, not on a simulated workload.
